--- flow/config.mk ---
export PLATFORM = sky130hd
export DESIGN_NAME = fifo
export DESIGN_NICKNAME = fifo
export VERILOG_FILES = /design/flow/design.v
export SDC_FILE = /design/flow/constraint.sdc
export NUM_CORES = 4
export LEC_CHECK = 1
export CORE_UTILIZATION = 30
--- flow/constraint.sdc ---
current_design fifo

set clk_period 3.7
set clk_io_pct 0.2

create_clock -name clk0 -period $clk_period [get_ports {clk}]

set non_clock_inputs [all_inputs -no_clocks]
set_input_delay [expr $clk_period * $clk_io_pct] -clock clk0 $non_clock_inputs
set_output_delay [expr $clk_period * $clk_io_pct] -clock clk0 [all_outputs]
--- flow/design.v ---
module fifo (clk,rst,wr,rd,wrptr,rdptr,din,dout,housefull,nostock);
input clk,rst,wr,rd;
input [7:0] din;
output [7:0] dout;
output housefull;
output nostock;
output [3:0] wrptr;
output [3:0] rdptr;
wire [3:0] wrptrplus1;
wire [3:0] rdptrplus1;
reg [7:0] dout;
parameter EMP=0,PAR=1,FUL=2;
reg [1:0] state;
reg [3:0] wrptr,rdptr;
wire housefull,nostock;
integer i;
reg [7:0] Box[1:10];
always @ (posedge clk or posedge rst)
begin
     if (rst)
	     for (i=1;i<=10;i=i+1) 
		   Box[i] <=0;
     else 
	 case (state)
	 EMP,PAR: Box[wrptr]<=wr ? din: Box[wrptr];
	 endcase
end
always @ (posedge clk or posedge rst)
begin
   if (rst) dout<=0;
   else 
   case (state)
   PAR,FUL: dout<=rd ? Box[rdptr] : dout;
   endcase
end
always @ (posedge clk or posedge rst)
begin
     if (rst) state<=EMP;
	 else
	 case (state)
	 EMP: state <= wr? PAR: EMP;
	 PAR: if (wr && wrptrplus1==rdptr) state<=FUL;
	      else if (rd && (rdptrplus1==wrptr))
		     state<=EMP;
		  else state<=PAR;
	FUL: state <= rd ? PAR : FUL;
	endcase
end
assign housefull= (state==FUL);
assign nostock = (state==EMP);
always @ (posedge clk or posedge rst)
begin
if (rst) rdptr <=1;
else
    case (state)
	EMP: rdptr <= rdptr;
	PAR,FUL: rdptr<=rd ? rdptrplus1 : rdptr;
	endcase
end
assign wrptrplus1 = (wrptr==10) ? 1: wrptr+1;
assign rdptrplus1 =  (rdptr==10) ? 1: rdptr+1;
always @ (posedge clk or posedge rst)
begin
    if (rst) wrptr <=1;
	else 
	     case (state)
		 EMP,PAR: wrptr <= wr? wrptrplus1 : wrptr;
		 FUL: wrptr<=wrptr;
		 endcase
	end
endmodule
--- flow/run.sh ---
#!/bin/bash
# OpenROAD 26Q1-2900-gdf79404cd8, Yosys 0.63+post, stock flow scripts
make -C /OpenROAD-flow-scripts/flow DESIGN_CONFIG=/design/flow/config.mk WORK_HOME=/design/flow/orfs finish
==> Table 3: Implementation characteristics <==
Implementation parameters

Parameter                              Value

Outcome
  Status    completed

GRT
  Largest net degree at the start of global routing    just over 50
  Global-route met2 utilization    between 30% and 40%
  GRT Residual Overflow    0
  Global-route wire length before repair    33,300 um
  GR Layer Usage met1    around 31%
  Met3 GRT Util    under 10%
  Via count of the first global-routing pass    about 5,300
  Antenna violations before repair    0
  Most used routing layer    met1
  Total routing resource utilization after global routing    between 20% and 30%

CTS
  Clock slew at the register clock pins of the worst setup and hold paths    around 0.07 ns
  Total setup buffers inserted after CTS    0
  Clock latency at the later pin of the worst-skew pair    ~0.36 ns
  Number of buffers inserted for hold repair after clock tree synthesis    0
  # clock sinks    about 110
  TritonCTS Buffers    9
  Clock root buffer master    clkbuf_16
  TritonCTS clock tree    done
  Clock Path Buffers    2
  Cells resized by post-CTS repair    0
  H-tree depth reported by CTS    3

Setup path
  Biggest fanout along the worst timing path    31
  Critical path launch point type    flop
  Critical register-to-register path endpoint    Box[10][4]
  Crit Reg-Reg Startpoint    wrptr[1]
  Arrival time worst endpoint    between 2 and 2.5 ns
  Crit Path Class    flop to primary output
  Crit end category    primary output
  Depth of the most critical reg-to-reg path    6
  Data required time of the critical path    around 3.0 ns
  Register-to-Register Setup Slack    ~1.1 ns

Logic synthesis
  Seq/Total Area, Yosys    between 40% and 50%
  Share of flip-flops with an asynchronous set or reset    between 90 and 100%
  Cell count after synthesis    roughly 680
  Number of synthesized flops with an enable pin    8
  Cell variety after synth    around 67
  Chip Area, Yosys    6190 um^2
  Synthesized cell area    slightly above 6000 um^2
  Cell count listed in synth_stat.txt    slightly below 700
  Total of warnings raised by yosys    2
  Mean instance size in the synthesized netlist    approximately 9.1 um^2
  Ys flops    roughly 110
  Commonest register cell after synthesis    dfrtp_1

Hold path
  Worst Hold Depth    2
  Start point of the worst hold path    dout[1]
  Sink of the worst hold path    dout[1]
  Kind of path behind the tightest hold check    flop to flop

Route
  Pre-Repair DR Iteration Count    7
  Violation count after the first detailed-route iteration    a little under 600
  Post-route DRC    0
  Routed length per instance    ~22 um
  Diode insertion count for antenna repair    0
  DRT Wirelength    approximately 21,000 um
  Detail Route Antenna Nets    0
  Vias per std cell    around 5.8
  Vias after detailed routing    roughly 5,700

STA
  Minimum clock period    about 2.8 ns
  Finish-stage setup viols    0
  TNS Setup    0 ns
  Ratio of final minimum period to clock period    between 70% and 80%
  Unrepaired setup endpoints after global routing    false
  Normalized max-slew margin    around 48%
  Maximum achievable frequency    approximately 0.36 GHz
  Worst clock skew on the final layout    roughly 0.0095 ns
  Final-report hold violation count    0
  Worst Max-Slew Pin Slew    0.783 ns
  Pins Over Slew Limit    0

Floorplan
  Width of the die    roughly 150 um
  Placeable Area    ~20,000 um^2
  Die area    about 21,000 um^2
  Die Ht    between 100 and 150 um
  Number of primary I/O pins    30
  Number of core rows    52
  Core Util at FP    a little under a third

Pwr
  Total power divided by cell area    955 nW/um^2
  Peak VDD IR    between 0.2 and 0.3 mV
  Standby leakage power    2.71 nW
  Relative contribution of combinational cells to total power    slightly above 50%
  Internal Power    ~3.8 mW
  Sw power    between 3 and 4 mW
  Clk network pwr share    15.4%
  Switching share of total power    between 40% and 50%
  Seq pwr share    between 30% and 40%
  Final total power    6.83 mW

Finish
  Most frequent cells in the layout    96 x dfrtp_1, 86 x nor2_1, 65 x a31oi_1
  Area grow syn2layout    15.5%
  Most used logic cell in the final layout    dfrtp_1
  Layout cells sized above 1    13.5%

Run
  Max-cap violations    0
  Total tool warning count    25

Place
  DP HPWL    between 10,000 and 15,000 um
  Final weighted congestion of routability-driven global placement    0.989
  Number of buffers inserted by port buffering    29
==> power groups by stage <==
stage / sequential (mW) / clock (mW) / combinational [mW]
5_1_grt: 2.40 / 1.11 / 3.75
4_1_cts: 2.31 / 1.07 / 3.38
6_report: 2.32 / 1.05 / 3.45
==> registers in the layout, indices dropped and copies added, names as in the netlist <==
signal and cells:
rdptr 4, Box 88, dout 8, state 3, wrptr 4
==> cells in the mapped netlist, drive strengths merged, types with 6 or more instances <==
cell type	n	area share [%]
inv	12	0.73
o22ai	7	0.71
o21a	9	1.1
nand2	40	2.4
nand2b	18	1.8
nor2	88	5.4
o32ai	9	1.3
nand3	11	0.89
buf	40	3.6
a211oi	6	0.73
mux2i	9	1.5
a31oi	66	6.8
a21oi	14	1.1
nand3b	7	0.85
clkbuf	22	1.3
mux2	21	3.8
a32oi	12	1.7
nor2b	22	2.3
a22oi	25	3.0
a22o	10	1.4
edfxtp	8	3.9
dfrtp	96	39
o21ai	43	3.5
nor3	7	0.57
o31ai	7	0.85
==> kinds of logic (layout without fill, tap and decap cells) <==
| family | after synthesis | in the layout | share of synthesized area, % |
|---|---|---|---|
| compound gates | 243 | 243 | 27.1 |
| simple gates | 216 | 216 | 17.1 |
| flops | 107 | 107 | 44.0 |
| buf+inv | 75 | 96 | 5.74 |
| mux | 30 | 30 | 5.27 |
| xor+xnor | 6 | 6 | 0.849 |
==> stage by stage <==
stage / area (um^2) / instances / worst slack [ns] / utilization, % / hold slack (ns)
floorplan: 6190 / 677 / 0.375 / - / 0.424
detailed placement: 6830 / 952 / 1.16 / 33.7 / 0.472
finish: 7150 / 968 / 0.948 / 35.3 / 0.479
CTS: 7150 / 968 / 0.949 / 35.3 / 0.488
global placement: 6830 / 952 / 1.17 / 33.7 / 0.461
global route: 7150 / 968 / 0.892 / 35.3 / 0.521
==> final cells by class <==
cell class / count / area (um^2)
clock buffer: 11 / 243
clock inverter: 5 / 77.6
fill: 2015 / 13100
inverter: 13 / 51.3
multi-input combinational: 495 / 3130
sequential: 107 / 2720
tap: 270 / 338
timing repair buffer: 67 / 588
==> metal layers <==
metal / wire length, um / vias to the layer above
met1: 8910 / 2701
met5: 0 / -
met4: 806 / 0
met3: 2290 / 52
met2: 9070 / 329
li1: - / 2575
==> worst max-delay path by stage <==
stage | start | to | depth (start not counted)
4_1_cts | rdptr[0] | rdptr[0] | 2
6_report | rdptr[0] | rdptr[0] | 2
5_1_grt | rdptr[0] | rdptr[0] | 2
==> worst max-delay path, cell delays in order (launching register included) <==
cell and delay, ns:
dfstp_2 0.88, buf_4 0.29, clkdlybuf4s50_1 0.48
Power is estimated from default activity; no workload was simulated.
