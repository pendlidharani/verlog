<file path="./design.v">
module mmmm (max,midH,midL,min,A,B,C,D);
    input [7:0] A,B,C,D;
    output [7:0] max,midH,midL,min;
    wire [7:0] max1,mid1,min1;
    wire [7:0] max,min2;
    wire [7:0] midH,midL,min;
    mmm MMM1 (max1,mid1,min1, A,B,C);
    maxmin MMM2 (max,min2, max1,D);
    mmm MMM3 (midH,midL,min, mid1,min2,min1);
    endmodule
module maxmin (max,min,A,B);
  input [7:0] A,B;
  output [7:0] max,min;
  wire gt;
  wire [7:0] max,min;
  assign gt= A>B;
  assign {max,min}= gt ? {A,B} : {B,A};
    endmodule
module mmm (max,mid, min,A,B,C);
  input [7:0] A,B,C;
  output [7:0] max,mid,min;
  wire gt;
  wire [7:0] max1,min1;
  wire [7:0] max,min2;
  wire [7:0] mid,min;
  maxmin mm1 (max1,min1, A,B);
  maxmin mm2 (max,min2, max1,C);
  maxmin mm3 (mid,min, min1,min2);
endmodule
</file>
<file path="./run.sh">
#!/bin/bash
# OpenROAD 26Q1-2900-gdf79404cd8, Yosys 0.63+post, stock flow scripts
make -C /OpenROAD-flow-scripts/flow DESIGN_CONFIG=/design/flow/config.mk WORK_HOME=/design/flow/orfs finish
</file>
<file path="./config.mk">
export PLATFORM = sky130hd
export DESIGN_NAME = mmmm
export DESIGN_NICKNAME = mmmm
export VERILOG_FILES = /design/flow/design.v
export SDC_FILE = /design/flow/constraint.sdc
export NUM_CORES = 4
export LEC_CHECK = 1
export CORE_UTILIZATION = 30
</file>
<file path="./constraint.sdc">
current_design mmmm

set clk_period 17.9
set clk_io_pct 0.2

create_clock -name clk0 -period $clk_period

set non_clock_inputs [all_inputs -no_clocks]
set_input_delay [expr $clk_period * $clk_io_pct] -clock clk0 $non_clock_inputs
set_output_delay [expr $clk_period * $clk_io_pct] -clock clk0 [all_outputs]
</file>
==> ci_impl_report.md <==
## PnR job results

| Metric | Value |
|---|---|
| Data arrival, critical path | `between 10000 and 15000 ps` |
| Count of clock-net buffers in the final layout | `0` |
| Antenna cell count | `0` |
| Post-synth design cell area | `3100 um^2` |
| Register area | `0 um^2` |
| Biggest cell delay along the critical path | `500 ps` |
| Chip Footprint | `10700 um^2` |
| Number of port buffers | `64` |
| Cell total in the yosys stat output | `roughly 450` |
| Yosys Warn Count | `0` |
| Via-to-Cell Ratio | `5.26` |
| Iteration-0 DRC count of the detailed router | `between 150 and 200` |
| Most prevalent standard cell on the critical path | `sky130_fd_sc_hd__ha_1` |
| Maximum number of pins on one net before global-route repair | `28` |
| # rows | `36` |
| Chip area estimate from yosys synthesis | `3100 um^2` |
| Synth-to-layout area growth | `44.2%` |
| Share of Yosys cell area claimed by the top area cell type | `21.8%` |
| Non-Filler Cell Area, Final | `4470 um^2` |
| Final worst slack | `634 ps` |
| Run status | `finished clean` |
| DR vias | `3571` |
| First-pass iteration count of the detailed router | `5` |
| Pre-CTS setup slack | `-97.9 ps` |
| Tally of unique sky130hd cells used after synthesis | `approximately 50` |
| Yosys top cell by area | `sky130_fd_sc_hd__ha_1` |
| Max cap viols | `0` |
| Top-Level Pins | `64` |
| Total number of warnings across the stage logs | `32` |
| Final core occ | `45.1%` |
| Core Area | `9910 um^2` |
| Via count of the first global-routing pass | `3169` |
| Period utilization | `between 90 and 100%` |
| Slew headroom | `54.6%` |
| Half-perimeter wire length of the detailed placement result | `8160 um` |
| Die Ht | `104 um` |
| Number of hold violations in the final report | `0` |
| Share of post-route cells with drive strength above 1 | `22.2%` |
| Die outline width | `104 um` |
| CP startpoint kind | `input port` |
| Maximum net fanout on the critical path | `11` |
| Final Critical Period | `17270 ps` |
| Cells after synthesis | `449` |
| Slowest library cell on the worst path | `sky130_fd_sc_hd__clkdlybuf4s50_1` |
| Fmax achieved | `roughly 0.058 GHz` |
| Sort of element at the end of the critical path | `output port` |
| DRC violation count after routing | `0` |
| Total global routing track utilization | `18.3%` |
| Number of setup violations in the final report | `0` |
| Post-placement cell area | `~4100 um^2` |
| Top area cells in the synthesized netlist | `sky130_fd_sc_hd__ha_1 (22%), sky130_fd_sc_hd__mux2i_1 (10%), sky130_fd_sc_hd__nand2_1 (7.4%), sky130_fd_sc_hd__o21ai_0 (6.0%), sky130_fd_sc_hd__a22oi_1 (5.8%)` |
| Number of hold buffers added after CTS | `0` |
| Least-Margin Pin Slew | `676 ps` |
| Avg Cell Area, Syn | `between 6 and 7 um^2` |
| Data required time of the critical path | `14320 ps` |
| Wire length reported by the detailed router | `9880 um` |
| Setup tns final | `0 ps` |
| FFs & Latches | `0` |
| Final Wtd Congestion | `0.911` |
| Sequential fraction of the synthesis area | `0%` |
| Type of the worst setup path | `input port to output port` |
| Number of antenna violations at the first check in global routing | `0` |
| Worst min path class | `input port to output port` |
| Overall overflow remaining after global route | `0` |
| WL per Instance | `14.6 um` |
| Starting density of the core | `31.3%` |
| Number of max-slew violations in the final report | `0` |
| Wire length of the first global-routing pass | `16200 um` |
| Count of nets left with antenna violations after detail routing | `0` |
cell usage after synthesis (2+ instances only):
master,n
sky130_fd_sc_hd__nand2_1,61
sky130_fd_sc_hd__ha_1,54
sky130_fd_sc_hd__inv_1,40
sky130_fd_sc_hd__o21ai_0,37
sky130_fd_sc_hd__a21oi_1,33
sky130_fd_sc_hd__mux2i_1,32
sky130_fd_sc_hd__a22oi_1,24
sky130_fd_sc_hd__nor2_1,18
sky130_fd_sc_hd__clkbuf_1,16
sky130_fd_sc_hd__o21a_1,16
sky130_fd_sc_hd__nand3_1,14
sky130_fd_sc_hd__a221o_1,13
sky130_fd_sc_hd__a21o_1,11
sky130_fd_sc_hd__o21ai_1,9
sky130_fd_sc_hd__nand4_1,6
sky130_fd_sc_hd__buf_2,5
sky130_fd_sc_hd__mux2_2,5
sky130_fd_sc_hd__and3_1,4
sky130_fd_sc_hd__nor2b_1,4
sky130_fd_sc_hd__and2_0,3
sky130_fd_sc_hd__nor3_1,3
sky130_fd_sc_hd__o211ai_1,3
sky130_fd_sc_hd__a211oi_2,2
sky130_fd_sc_hd__a222oi_1,2
sky130_fd_sc_hd__and2_1,2
sky130_fd_sc_hd__and4_1,2
sky130_fd_sc_hd__and4_4,2
sky130_fd_sc_hd__buf_6,2
sky130_fd_sc_hd__mux2_1,2
sky130_fd_sc_hd__mux2_4,2
sky130_fd_sc_hd__nand2b_1,2
sky130_fd_sc_hd__o21ai_2,2
critical path, delay by kind of cell:
family	cells	cell delay, ps
buffers and inverters	7	1610
muxes	1	260
adders and majority gates	6	1610
and+or+nand+nor	14	1390
AOI/OAI and AO/OA	32	5260
area by class of cell:
cell class	count	area, um^2
Multi-Input combinational cell	386	3040
Timing Repair Buffer	120	1120
Tap cell	133	166
Fill cell	958	5440
Inverter	40	150
metal layers:
metal	vias up	global-route usage [%]	wire length [um]
li1	1873	-	-
met1	1599	27.9	4940
met2	87	29.0	4370
met3	12	1.22	448
met4	0	1.97	132
met5	-	0	0
worst paths after layout:
path,startpoint,to,slack (ps),cells after the start
worst max-delay path,B[1],min[2],630,60
worst min-delay path,D[2],max[2],8140,4
layout by cell type, fill, tap and decap left out, drive strengths merged, types with 2 or more instances in the layout:
master         instances
o211ai                 4
o21ai                 48
clkdlybuf4s50         60
a222oi                 2
nor2                  19
inv                   40
ha                    54
nor2b                  5
and3                   4
and2                   6
nand2                 61
and4                   4
mux2                   9
a311oi                 2
nand2b                 2
nand3                 15
nand4                  6
buf                   55
a21o                  11
mux2i                 32
a22oi                 24
o21a                  16
dlymetal6s2s           4
nor3                   3
a211oi                 2
a21oi                 34
a221o                 13
kinds of logic (layout without fill, tap and decap cells):
| group | Yosys count | in the layout | synth area share, % |
|---|---|---|---|
| buffers and inverters | 63 | 160 | 8.32 |
| AND-OR/OR-AND | 163 | 163 | 36.4 |
| AND/OR/NAND/NOR | 127 | 127 | 19.3 |
| adder cells (fa/ha/maj) | 54 | 54 | 21.8 |
| multiplexers | 41 | 41 | 13.9 |
| XOR/XNOR | 1 | 1 | 0.283 |
per-stage QoR:
step | hold WS, ps | cells
2_1_floorplan | 7250 | 449
3_3_place_gp | 8140 | 667
3_5_place_dp | 8130 | 667
4_1_cts | 8140 | 669
5_1_grt | 8180 | 679
6_report | 8140 | 679
timing repair:
action                     in CTS  in global routing
setup endpoints to repair       9                 16
buffers inserted                2                  9
cloned                          0                  1
hold endpoints to repair        0                  0
resized                         2                 63
pin swaps                       1                 17
