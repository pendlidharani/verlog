==> design/flow/design.v <==
module hms (clk,rst,hrs,mins,secs);
input clk,rst;
output [4:0] hrs;
output [5:0] mins;
output [5:0] secs;
reg [4:0] hrs;
reg [5:0] mins;
reg [5:0] secs;
parameter FN=59;
parameter TT=23;
always @ (posedge clk or posedge rst)
begin
    if (rst)
	 hrs<=0;
	else 
	 if(secs==FN && mins==FN)
	  begin
	     hrs<= hrs==TT ? 0:(hrs+1);
	  end
	  else 
	     hrs<=hrs;
end
always @ (posedge clk or posedge rst)
begin
   if (rst)  secs<=0;
   else  secs<=pluse1(secs);   
end
always @ (posedge clk or posedge rst)
begin
   if (rst) mins<=0;
   else
       begin
       if (secs==FN)
         mins<=pluse1(mins);  
        else 
          mins <=mins;
        end
end
function [5:0] pluse1;
input [5:0] sig;
begin
  pluse1 = sig==FN ?0 : (sig+1);
end
endfunction
endmodule  
==> design/flow/run.sh <==
#!/bin/bash
# OpenROAD 26Q1-2900-gdf79404cd8, Yosys 0.63+post, stock flow scripts
make -C /OpenROAD-flow-scripts/flow DESIGN_CONFIG=/design/flow/config.mk WORK_HOME=/design/flow/orfs finish
==> design/flow/config.mk <==
export PLATFORM = sky130hd
export DESIGN_NAME = hms
export DESIGN_NICKNAME = hms
export VERILOG_FILES = /design/flow/design.v
export SDC_FILE = /design/flow/constraint.sdc
export NUM_CORES = 4
export LEC_CHECK = 1
export CORE_AREA = 10 10 98 98
export DIE_AREA = 0 0 108 108
==> design/flow/constraint.sdc <==
current_design hms

set clk_period 2.5
set clk_io_pct 0.2

create_clock -name clk0 -period $clk_period [get_ports {clk}]

set non_clock_inputs [all_inputs -no_clocks]
set_input_delay [expr $clk_period * $clk_io_pct] -clock clk0 $non_clock_inputs
set_output_delay [expr $clk_period * $clk_io_pct] -clock clk0 [all_outputs]
==> job_summary.md <==
### Flow metrics

| Metric | Value |
|---|---|
| Status | finished, final reports clean |
| Die Width | 108 um |
| Avg Cell Area, Syn | 10.5 um^2 |
| CP max FO | 7 |
| Req. time, crit path | 2630 ps |
| Max_cap viols | 0 |
| CTS tree | built |
| Hold Vio Cnt, Final | 0 |
| Placed Instances | about 210 |
| GP Congestion | slightly above 0.8 |
| Fin cells | 211 |
| Cell Type Count | 33 |
| Clock latency (worst-skew pair) | 250 ps |
| Pwr Density | 381 mW/mm^2 |
| Layout area overhead | 37.5% |
| Antenna violations before repair | 0 |
| Routed wire per std cell | 10.5 um |
| Yosys stat chip area | around 900 um^2 |
| Pins over their slew limit | 0 |
| Place WS | approximately 720 ps |
| Vias | 741 |
| Routed Antenna Nets | 0 |
| Clock period minus worst slack | 1810 ps |
| Final TNS setup | 0 ps |
| Final antenna diode count | 0 |
| CTS Hold Buffers Added | 0 |
| Post-layout period usage | 0.726 |
| Tool warning count | 25 |
| Util after Layout | 0.167 |
| Hold path depth | 1 |
| Slew HR | 0.569 |
| Core area | 0.00765 mm^2 |
| Share of cells above drive strength 1 | 0.0734 |
| RSZ-0062 raised after global routing | false |
| Crit start category | flop |
| Drt pass-1 iters | 4 |
| Vias in the first global route | slightly above 700 |
| Final WS setup | slightly below 700 ps |
| Reg clk slew, reported paths | around 60 ps |
| Dpl hpwl | between 1.5 and 2 mm |
| Htree depth | 1 |
| CP Capture Type | flop |
| Synth Instances | between 80 and 90 |
| Num CTS Buffers | 3 |
| Reg2reg path depth | 4 |
| F_max | 551 MHz |
| P_leak | 0.508 nW |
| # DRC | 0 |
| Worst VDD drop | 144 uV |
| Largest net degree at the start of global routing | 18 |
| Die height | 108 um |
| Mapped Area | 927 um^2 |
| CTS Root Cell | clkbuf_8 |
| Worst-margin pin slew | 646 ps |
| Seq cells post-synth | 17 |
| Seq/Total Area, Yosys | 0.459 |
| Number of port buffers | 18 |
| GRT Total Usage | 0.0405 |
| Sink Count | 17 |
| # Cells Yosys | 88 |
| YS warnings | 1 |
| Worst clock skew | roughly 0.63 ps |
| Row cnt | 32 |
| GRT Residual Overflow | 0 |
| FP Core Util | 0.121 |
| Final setup viols | 0 |
| Post-CTS Setup Inserts | 0 |
| Worst Hold Class | flop to flop |
| Post-CTS sizing | 0 |
| I/O pins | 19 |
| Worst EP arrival | 1950 ps |
| WS Path Type | flop to flop |
| Clk buf depth | 2 |
| DRT iter0 DRCs | 39 |
| WL final | 2.22 mm |
| Vias per cell | around 3.5 |
| First-pass GRT wire length | between 3 and 4 mm |
| Chip footprint | between 0.01 and 0.015 mm^2 |
[where the power goes]
group | internal, W | switching [W] | total [W]
clock | 0.000113 | 0.0000909 | 0.000204
sequential | 0.000275 | 0 | 0.000275
combinational | 0.00000146 | 0.00000534 | 0.00000680
total | 0.000389 | 0.0000963 | 0.000486
[per-stage QoR]
| step | cell area [um^2] | total power [W] | hold slack, ps |
|---|---|---|---|
| global route | 1270 | 0.000514 | 565 |
| detailed placement | 1230 | 0.000288 | 532 |
| global placement | 1230 | 0.000288 | 512 |
| finish | 1270 | 0.000486 | 540 |
| floorplan | 927 | 0.000284 | 426 |
| CTS | 1270 | 0.000493 | 543 |
[layout by cell type (no fill, tap or decap)]
cell / n
nor2b_1: 2
clkbuf_8: 3
nand2_1: 6
mux2i_1: 2
nor4_4: 1
xnor2_1: 1
nand3b_1: 2
and2_1: 1
clkbuf_1: 1
a211o_1: 1
o211ai_1: 1
and3b_1: 1
dfrtp_1: 17
mux2_1: 4
a22o_1: 1
nor2_4: 1
o2111ai_1: 1
o21ba_2: 1
nand4_1: 2
nor4_1: 3
xor2_1: 2
nor3_1: 1
ha_1: 3
nor2_1: 5
nand2b_1: 1
a21oi_1: 1
a31oi_1: 2
nand3b_4: 1
inv_1: 6
o31a_1: 2
clkdlybuf4s50_1: 18
nand3_1: 5
o21ai_0: 7
o41ai_1: 2
a21bo_2: 1
[Yosys cell counts]
library cell,count,area share
a211o_1,1,0.0094
a21bo_2,1,0.011
a21oi_1,1,0.0054
a22o_1,1,0.0094
a31oi_1,2,0.013
and2_1,1,0.0068
and3b_1,1,0.0094
buf_2,1,0.0054
dfrtp_1,17,0.46
ha_1,3,0.040
inv_1,6,0.024
mux2_1,4,0.049
mux2i_1,2,0.022
nand2_1,6,0.024
nand2b_1,1,0.0068
nand3_1,5,0.027
nand3b_1,2,0.016
nand3b_4,1,0.022
nand4_1,2,0.013
nor2_1,5,0.020
nor2_4,1,0.012
nor2b_1,2,0.013
nor3_1,1,0.0054
nor4_1,3,0.020
nor4_4,1,0.023
o2111ai_1,1,0.0094
o211ai_1,1,0.0081
o21ai_0,7,0.038
o21ba_2,1,0.011
o31a_1,2,0.019
o41ai_1,2,0.019
xnor2_1,1,0.0094
xor2_1,2,0.019
[layout make-up]
type	instances	area, um^2
timing repair buffer	18	180
inverter	6	22.5
tap	102	128
fill	840	6370
sequential	17	425
multi-input combinational	64	474
clock buffer	4	45.0
[kinds of logic (layout without fill, tap and decap cells)]
group / count (synthesis) / count (layout) / share of synthesized area
AOI/OAI and AO/OA: 20 / 20 / 0.153
xor gates and xnor gates: 3 / 3 / 0.0283
adders and majority gates: 3 / 3 / 0.0405
buffers and inverters: 7 / 28 / 0.0297
DFF: 17 / 17 / 0.459
muxes: 6 / 6 / 0.0702
and+or+nand+nor: 32 / 32 / 0.220
[registers in the layout (all words and copies together) (netlist names)]
signal and cells:
hrs 5, mins 6, secs 6
[metal layers]
layer / part of all wire / up-vias / track usage
met5: 0 / - / 0
met4: 0 / 0 / 0.000954
met3: 0.14 / 0 / 0.0283
met2: 0.36 / 22 / 0.0491
met1: 0.49 / 352 / 0.0595
li1: - / 367 / -
[path summary, 6_finish.rpt]
kind                       startpoint      end  slack [ps]
max in group asynchronous         rst  secs[0]        1440
hold reg to reg                hrs[2]   hrs[2]         540
setup / recovery              secs[0]   hrs[4]         690
hold / removal                 hrs[2]   hrs[2]         540
setup reg to reg              secs[0]   hrs[4]         690
min in group asynchronous         rst   hrs[2]         640
[worst max-delay path, cell delays in order, from the launching register on]
cell and delay (ps):
dfrtp_1 430, ha_1 350, nand3b_4 190, nor4_1 380
mux2_1 360
Power figures rest on the tool's default switching activity, not on a simulated workload.
